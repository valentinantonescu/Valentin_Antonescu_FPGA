==> design/flow/design.v <==
module slave2_PS2(input SCL,
						input SDA,
						input clk,
						input rst,
						output reg [7:0] data_out,
						output data_valid);
						reg [10:0] data_out_reg=0;
						reg [3:0] bit_counter;
						reg data_valid_reg;
						wire parity;
					   assign parity=data_out_reg[10]^data_out_reg[8]^
					   data_out_reg[7]^data_out_reg[6]^data_out_reg[5]^
					   data_out_reg[4]^data_out_reg[3]^data_out_reg[2]^
					   data_out_reg[1]^data_out_reg[0];
					   assign data_valid=data_valid_reg;
						always@(negedge SCL)
						begin
							data_out_reg[bit_counter]<=SDA;
							bit_counter<=bit_counter+1;
							if(bit_counter==10)
							begin
								bit_counter<=0;
								if(data_valid_reg)
								begin
									data_out<=data_out_reg[8:1];
								end
							end
						end
						always@(posedge clk)
							begin
								if(~rst)
									data_valid_reg<=0;
								if(parity==data_out_reg[9])
									data_valid_reg<=1;
							end
endmodule
==> design/flow/run.sh <==
#!/bin/bash
# OpenROAD 26Q1-2900-gdf79404cd8, Yosys 0.63+post, stock flow scripts
make -C /OpenROAD-flow-scripts/flow DESIGN_CONFIG=/design/flow/config.mk WORK_HOME=/design/flow/orfs finish
==> design/flow/config.mk <==
export PLATFORM = sky130hd
export DESIGN_NAME = slave2_PS2
export DESIGN_NICKNAME = slave2_PS2
export VERILOG_FILES = /design/flow/design.v
export SDC_FILE = /design/flow/constraint.sdc
export NUM_CORES = 4
export LEC_CHECK = 1
export CORE_AREA = 10 10 99 99
export DIE_AREA = 0 0 109 109
==> design/flow/constraint.sdc <==
current_design slave2_PS2

set clk_period 2.4
set clk_io_pct 0.2

create_clock -name clk0 -period $clk_period [get_ports {SCL}]
create_clock -name clk1 -period $clk_period [get_ports {clk}]

set non_clock_inputs [all_inputs -no_clocks]
set_input_delay [expr $clk_period * $clk_io_pct] -clock clk0 $non_clock_inputs
set_output_delay [expr $clk_period * $clk_io_pct] -clock clk0 [all_outputs]
==> node_exporter_impl.prom <==
# HELP chip_impl_metric Physical implementation figures
# TYPE chip_impl_metric gauge
chip_impl_metric{name="power_density",unit="nW/um^2"} 541.9
chip_impl_metric{name="ys_cells",unit=""} 99
chip_impl_info{name="cts_root_buffer",value="clkbuf_8"} 1
chip_impl_metric{name="critPathMaxFanout",unit=""} 2
chip_impl_metric{name="post_dp_cell_area",unit="um^2"} 1383
chip_impl_metric{name="cap_viol_max_count",unit=""} 0
chip_impl_metric{name="floorplan.core_util",unit=""} 0.1454
chip_impl_info{name="r2r_start",value="data_out_reg[3]$_DFF_N_"} 1
chip_impl_metric{name="die_width",unit="um"} 109
chip_impl_metric{name="ctsHoldBuffers",unit=""} 0
chip_impl_metric{name="post_synth_inst_count",unit=""} 99
chip_impl_metric{name="core.rowCount",unit=""} 32
chip_impl_metric{name="clock_tree.buffer_depth",unit=""} 2
chip_impl_metric{name="crit_arrival",unit="ps"} 2650
chip_impl_info{name="critical_path.cell_chain",value="xnor2_1 > xnor2_2 > xnor3_1 > nand2_1"} 1
chip_impl_metric{name="crit_path_max_incr_delay",unit="ps"} 320
chip_impl_metric{name="globalRouteOverflowTotal",unit=""} 0
chip_impl_info{name="outcome",value="complete, but fails checks"} 1
chip_impl_info{name="min_path_type",value="reg -> reg"} 1
chip_impl_metric{name="gpl.final_weighted_congestion",unit=""} 0.8339
chip_impl_metric{name="number_of_clock_buffers_inserted_by_tritoncts",unit=""} 3
chip_impl_metric{name="synth_cell_type_count",unit=""} 36
chip_impl_metric{name="dr_total_vias",unit=""} 794
chip_impl_metric{name="grt_start_max_net_pins",unit=""} 13
chip_impl_metric{name="post_drt_via_cell_ratio",unit=""} 3.281
chip_impl_metric{name="fraction_of_layout_cells_with_a_size_suffix_above_1",unit=""} 0.2286
chip_impl_metric{name="antenna_cells_inserted",unit=""} 0
chip_impl_metric{name="timing.reg2reg.setup_slack",unit="ps"} -310
chip_impl_metric{name="min_delay_path_depth",unit=""} 2
chip_impl_metric{name="seq_area_frac_synth",unit=""} 0.4989
chip_impl_metric{name="fp.coreArea",unit="um^2"} 7727
chip_impl_metric{name="routed_wirelength",unit="um"} 2111
chip_impl_metric{name="p_leak",unit="nW"} 0.6437
chip_impl_metric{name="io-pin-count",unit=""} 13
chip_impl_metric{name="setup-violations-final",unit=""} 9
chip_impl_metric{name="finish.instance_area",unit="um^2"} 1515
chip_impl_metric{name="final-hold-violation-count",unit=""} 0
chip_impl_metric{name="synthArstFlopShare",unit=""} 0
chip_impl_metric{name="wire_length_of_the_first_global_routing_pass",unit="um"} 3650
chip_impl_info{name="critPathLaunchType",value="register"} 1
chip_impl_metric{name="synth.avg_cell_area",unit="um^2"} 11.35
chip_impl_metric{name="tool_warning_count",unit=""} 56
chip_impl_metric{name="rr_worst_depth",unit=""} 4
chip_impl_info{name="violations_in_the_final_reports",value="setup timing"} 1
chip_impl_metric{name="worst_ir_drop_vdd",unit="mV"} 0.1735
chip_impl_metric{name="yosys.stat.chipArea",unit="um^2"} 1124
chip_impl_metric{name="numPortBuffers",unit=""} 11
chip_impl_metric{name="synth-edff-count",unit=""} 8
chip_impl_info{name="holdCritStartpoint",value="data_valid_reg$_SDFFE_PN1N_"} 1
chip_impl_metric{name="dp_worst_setup_slack",unit="ps"} -423.1
chip_impl_metric{name="dieHeight",unit="um"} 109
chip_impl_metric{name="yosysWarningCount",unit=""} 1
chip_impl_metric{name="drt-initial-drc-count",unit=""} 38
chip_impl_metric{name="vias_in_the_first_global_route",unit=""} 815
chip_impl_metric{name="ant_nets",unit=""} 0
chip_impl_info{name="synth_top_flop_cell",value="dfxtp_1"} 1
chip_impl_info{name="critical_path.endpoint_type",value="register"} 1
chip_impl_metric{name="slew_viol_final",unit=""} 0
chip_impl_info{name="worst_r2r_endpoint",value="data_valid_reg$_SDFFE_PN1N_"} 1
chip_impl_info{name="whs_endpoint",value="data_valid_reg$_SDFFE_PN1N_"} 1
chip_impl_info{name="crit_slowest_cell",value="xnor3_1"} 1
chip_impl_metric{name="antenna_violations_before_repair",unit=""} 0
chip_impl_metric{name="clock_tree.htree_level_count",unit=""} 1
chip_impl_info{name="unrepaired_setup_endpoints_after_global_routing",value="yes"} 1
chip_impl_metric{name="clock_pin_transition_on_the_worst_setup_and_hold_timing_paths",unit="ps"} 30
chip_impl_metric{name="detail_route.wl_per_cell",unit="um"} 8.723
chip_impl_metric{name="timing_worst_slew_pin_value",unit="ps"} 349.6
chip_impl_metric{name="fin_skew",unit="ps"} 6.399
chip_impl_metric{name="syn_area",unit="um^2"} 1124
chip_impl_metric{name="fp.dieArea",unit="um^2"} 11880
chip_impl_metric{name="headroom_to_the_max_slew_limit",unit=""} 0.7669
chip_impl_metric{name="postSynthRegisterBits",unit=""} 24
chip_impl_info{name="worstSetupPathType",value="reg -> reg"} 1
chip_impl_metric{name="critical_path_required",unit="ps"} 2340
chip_impl_metric{name="global_route_usage_over_all_layers",unit=""} 0.03758
chip_impl_metric{name="final-seq-area",unit="um^2"} 564.3
chip_impl_metric{name="combGateArea",unit="um^2"} 559.3
chip_impl_metric{name="detailed_place_hpwl",unit="um"} 1547
chip_impl_metric{name="dr.pass1.iters",unit=""} 4
chip_impl_metric{name="post-route-drc-count",unit=""} 0
chip_impl_metric{name="largest_register_ffs",unit=""} 19
chip_impl_metric{name="flow.area_growth_from_synthesis",unit="%"} 34.85
chip_impl_metric{name="filler_cell_count",unit=""} 812
chip_impl_info{name="cts_tree",value="yes"} 1
chip_impl_metric{name="timing.final.ws_setup",unit="ps"} -306.0
## per-stage QoR
stage	power, mW	instances	TNS [ps]	hold WS [ps]	utilization
after floorplan	0.5013	99	0	405.7	-
after global placement	0.5130	215	-4205	445.2	0.1789
after detailed placement	0.5133	215	-4229	462.9	0.1789
after CTS	0.8428	242	-982.2	468.4	0.1951
after global routing	0.8989	242	-1317	493.0	0.1961
final	0.8210	242	-796.7	459.8	0.1961
## cell families (layout without fill, tap and decap cells)
family / count (synthesis) / in the layout / share of synthesized area
muxes: 4 / 4 / 0.04231
and+or+nand+nor: 33 / 33 / 0.1570
DFF: 24 / 24 / 0.4989
AOI/OAI and AO/OA: 16 / 16 / 0.1214
adders and majority gates: 5 / 5 / 0.05568
buffers and inverters: 7 / 48 / 0.03451
xor gates and xnor gates: 10 / 10 / 0.09020
## cells in the final DEF, fill, tap and decap left out, types with 2 or more instances in the layout
cell and instances:
buf_4 7, xnor2_2 3, inv_1 26, dfxtp_2 3, o2bb2ai_1 5, nor2_1 5
mux2_1 2, clkdlybuf4s50_1 2, clkbuf_8 3, dfxtp_1 13, xnor2_1 5, ha_1 5
nor3b_1 2, buf_2 8, nand3_1 2, edfxtp_1 8, a22o_1 3, nor2b_1 3
nand2_1 12
## layout make-up
cell class,instances,area share
Multi-Input combinational cell,68,0.3691
Tap cell,102,0.08423
Inverter,3,0.007432
Clock buffer,3,0.02725
Sequential cell,24,0.3724
Timing Repair Buffer,18,0.08010
Clock inverter,24,0.05946
## per-layer routing
metal  global-route usage  share of wire
met1              0.04626           0.47
met2              0.05313           0.44
met3              0.02449          0.092
met4              0.01036              0
met5                    0              0
## worst max-delay path, delay by kind of cell, from the launching register on
kind          cells  cell delay, ps
simple gates      1              70
flops             1             310
xor+xnor          3             740
## where the power goes
part / switching [mW] / total, mW / internal [mW] / leakage, nW
Clock: 0.206 / 0.370 / 0.164 / 0.149
Combinational: 0.00633 / 0.0234 / 0.0170 / 0.306
Sequential: 0.00302 / 0.428 / 0.425 / 0.188
Total: 0.215 / 0.821 / 0.606 / 0.644
## worst max-delay path by stage
stage                 slack (ps)                           to               startpoint  cells past startpoint
final                       -310  data_valid_reg$_SDFFE_PN1N_  data_out_reg[3]$_DFF_N_                      4
after global routing        -410  data_valid_reg$_SDFFE_PN1N_  data_out_reg[3]$_DFF_N_                      4
after CTS                   -320  data_valid_reg$_SDFFE_PN1N_  data_out_reg[6]$_DFF_N_                      4
## cell usage after synthesis (2+ instances only)
cell / number / area, um^2
a22o_1: 3 / 26.28
and3_1: 2 / 12.51
dfxtp_1: 16 / 320.3
edfxtp_1: 8 / 240.2
ha_1: 5 / 62.56
inv_1: 3 / 11.26
mux2_1: 2 / 22.52
nand2_1: 12 / 45.04
nand3_1: 2 / 10.01
nor2_1: 5 / 18.77
nor2b_1: 4 / 25.02
nor3b_1: 2 / 15.01
o2bb2ai_1: 5 / 43.79
xnor2_1: 8 / 70.07
## repair_timing
action	CTS	global route
gates resized	33	1
buffers inserted	1	0
endpoints found under the setup margin	17	9
pin swaps	5	0
No activity file was given, so power comes from the tool's default toggle rates.
