## ./design.v

```verilog
module color_VGA(input clk,
					  input [9:0] x_pos,
					  input [9:0] y_pos,
					  input display_enable,
					  input [7:0] data_in,
					  inout reg [7:0] data_sram_low,
					  inout reg [7:0] data_sram_high,
					  output [17:0] addr,
					  input wr_enable,
					  input rd_enable,
					  output wr_enable_sram,
					  output rd_enable_sram,
					  output data_mask_sram_high,
					  output data_mask_sram_low,
					  output chip_enable,
					  output busy,
					  output reg [2:0] red,
					  output reg [2:0] blue,
					  output reg [1:0] green);
					  reg [18:0] counter=0;
					  assign chip_enable=0;
					  assign data_mask_sram_high=~counter[18];
					  assign data_mask_sram_low=counter[18];
					  assign wr_enable_sram=wr_enable;
					  assign rd_enable_sram=rd_enable;
					  assign addr=10'd800*y_pos+x_pos;
					  assign busy=~display_enable;
					  always@(posedge clk)
					  begin
								counter<=counter+1;
								if(counter==19'd480000)
									counter<=0;
								if(~rd_enable & wr_enable &
								~data_mask_sram_high & display_enable)
								begin
									red<=data_sram_high[7:5];
									blue<=data_sram_high[4:2];
									green<=data_sram_high[1:0];
								end
								if(~rd_enable & wr_enable &
								~data_mask_sram_low & display_enable)
								begin
									red<=data_sram_low[7:5];
									blue<=data_sram_low[4:2];
									green<=data_sram_low[1:0];
								end
								if(~wr_enable  
								&
								~data_mask_sram_high & ~display_enable)
									data_sram_high<=data_in;
								if(~wr_enable  
								&
								~data_mask_sram_low & ~display_enable)
									data_sram_low<=data_in;
						end
endmodule
```

## ./run.sh

```bash
#!/bin/bash
# OpenROAD 26Q1-2900-gdf79404cd8, Yosys 0.63+post, stock flow scripts
make -C /OpenROAD-flow-scripts/flow DESIGN_CONFIG=/design/flow/config.mk WORK_HOME=/design/flow/orfs finish
```

## ./config.mk

```make
export PLATFORM = sky130hd
export DESIGN_NAME = color_VGA
export DESIGN_NICKNAME = color_VGA
export VERILOG_FILES = /design/flow/design.v
export SDC_FILE = /design/flow/constraint.sdc
export NUM_CORES = 4
export LEC_CHECK = 1
export CORE_UTILIZATION = 50
```

## ./constraint.sdc

```tcl
current_design color_VGA

set clk_period 6.8
set clk_io_pct 0.2

create_clock -name clk0 -period $clk_period [get_ports {clk}]

set non_clock_inputs [all_inputs -no_clocks]
set_input_delay [expr $clk_period * $clk_io_pct] -clock clk0 $non_clock_inputs
set_output_delay [expr $clk_period * $clk_io_pct] -clock clk0 [all_outputs]
```

==> git commit body <==
Refresh implementation metrics

- Result of the run: stopped before the end
- Stop stage: clock tree synthesis (4_1_cts)
- Error msg: [error] [KeplerFormal.cpp:679] Workflow failed: Iso has multiple drivers: .data_sram_high2, data_sram_high[2]$_DFFE_PP_.Q0
- Port bufs: 52
- The initial utilization of the core area, before any placement, comes to 52.9%.
- Ys Warns: 1
- Yosys top cell by area: sky130_fd_sc_hd__edfxtp_1
- Gate Count Post-Synth: 254
- For this design the top-level I/O count stands at 80.
- Post-CTS timing repair inserted 0 buffers for setup.
- Fraction of registers with async set/reset: 0%
* Weighted congestion at the end of routability-driven global placement: 0.822
- Post-synth EDFFs: 24
- The netlist uses 36 different library cells.
- Average instance area after synthesis: 10.8 um2
* Top cells by instance count after synthesis: 35 x sky130_fd_sc_hd__ha_1, 27 x sky130_fd_sc_hd__xnor2_1, 24 x sky130_fd_sc_hd__edfxtp_1, 24 x sky130_fd_sc_hd__inv_1, 21 x sky130_fd_sc_hd__nor2_1
* Maximum clock insertion buffer count: 2
- The stat command in Yosys gives a chip area of 2750 um2.
* Width of the die: 76.2 um
- Number of standard-cell rows in the floorplan: 26
* Post-synth seq share: 40.0%
- The placed instances occupy a cell area of 3320 um2.
- CTS saw 43 sinks.
- Root Driver: sky130_fd_sc_hd__clkbuf_8
- CTS Hold Buffers Added: 0
- In the synthesized netlist the dominant register cell turns out to be sky130_fd_sc_hd__edfxtp_1.
* Top cell type's share of synthesized area: 26.2%
* Cts bufs inserted: 5
- In this run the cell area of the synthesized design comes to 2750 um2.
* Flops after synth: 43
- Maximum level of the CTS H-tree: 2
- sky130_fd_sc_hd__ha_1 is the most common cell in the netlist.
* Post-Place Cells: 371
- From bottom edge to top edge, the die measures 76.2 um.
- After clock tree synthesis, the repair step resized 0 gates.
* Cell count in the Yosys report: 254
* Half-perimeter wire length after detailed placement: 3.76 mm
* Top post-synthesis cells by area: sky130_fd_sc_hd__edfxtp_1 26%, sky130_fd_sc_hd__ha_1 16%, sky130_fd_sc_hd__dfxtp_1 14%
through the flow:
step                      setup WS (ns)  utilization [%]
after floorplan                    1.54                -
after global placement            0.411             63.8
after detailed placement          0.345             63.8
logic make-up after synthesis:
group / count (synthesis) / share of synthesized area (%)
simple gates: 68 / 13.0
flops: 43 / 40.0
fa+ha+maj: 41 / 20.3
xor+xnor: 36 / 11.7
buf+inv: 32 / 5.45
compound gates: 25 / 6.14
mux: 8 / 3.27
other cells: 1 / 0.136
