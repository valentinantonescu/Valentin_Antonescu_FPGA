File: ./design.v
module color2_VGA(input clk,
					  input [9:0] x_pos,
					  input [9:0] y_pos,
					  input display_enable,
					  input [7:0] data_in,
					  inout [7:0] data_sram_low,
					  inout [7:0] data_sram_high,
					  output [17:0] addr,
					  input wr_enable,
					  input rd_enable,
					  output wr_enable_sram,
					  output rd_enable_sram,
					  output data_mask_sram_high,
					  output data_mask_sram_low,
					  output chip_enable,
					  output reg [2:0] red,
					  output reg [2:0] blue,
					  output reg [1:0] green);
					  reg [18:0] counter=0;
					  reg [7:0] data_out_high, data_out_low;
					  assign chip_enable=0;
					  assign data_mask_sram_high=~counter[18];
					  assign data_mask_sram_low=counter[18];
					  assign wr_enable_sram=wr_enable;
					  assign rd_enable_sram=rd_enable;
					  assign addr=(10'd800*y_pos+x_pos);
					  assign data_sram_high=(rd_enable & ~wr_enable & ~data_mask_sram_high)?data_in:8'hz;
					  assign data_sram_low=(rd_enable & ~wr_enable & ~data_mask_sram_low)?data_in:8'hz;
					  always@(posedge clk)
					  begin
								counter<=counter+1;
								if(counter==19'd480000)
									counter<=0;
								if(~rd_enable & wr_enable & ~data_mask_sram_high)
								begin
									red<=data_sram_high[7:5];
									blue<=data_sram_high[4:2];
									green<=data_sram_high[1:0];
								end
								if(~rd_enable & wr_enable & ~data_mask_sram_low)
								begin
									red<=data_sram_low[7:5];
									blue<=data_sram_low[4:2];
									green<=data_sram_low[1:0];
								end
						end
endmodule
File: ./config.mk
export PLATFORM = sky130hd
export DESIGN_NAME = color2_VGA
export DESIGN_NICKNAME = color2_VGA
export VERILOG_FILES = /design/flow/design.v
export SDC_FILE = /design/flow/constraint.sdc
export NUM_CORES = 4
export LEC_CHECK = 1
export CORE_UTILIZATION = 30
File: ./run.sh
#!/bin/bash
# OpenROAD 26Q1-2900-gdf79404cd8, Yosys 0.63+post, stock flow scripts
make -C /OpenROAD-flow-scripts/flow DESIGN_CONFIG=/design/flow/config.mk WORK_HOME=/design/flow/orfs finish
File: ./constraint.sdc
current_design color2_VGA

set clk_period 8.5
set clk_io_pct 0.2

create_clock -name clk0 -period $clk_period [get_ports {clk}]

set non_clock_inputs [all_inputs -no_clocks]
set_input_delay [expr $clk_period * $clk_io_pct] -clock clk0 $non_clock_inputs
set_output_delay [expr $clk_period * $clk_io_pct] -clock clk0 [all_outputs]
==> impl_metrics.yaml <==
# physical design summary
yosys:
  ys_cells: 250
  ys.flops: 27
  ys_warn_count: 3
  synth-main-ff-cell: "dfxtp_1"
  yosysSeqAreaShare_pct: 26.8
  yosys.area.top_type_share_pct: 18.9
  ys_area_mm2: 0.00232
  ys_types: 34
  yosys-top-cells-area: "ha_1, dfxtp_1, xnor2_1"
  ys_async_sr_fraction_pct: 0
  synth.most_common_cell: "ha_1"
  top_cells_by_count: "ha_1, xnor2_1, inv_1"
  synth_cells: 250
  syn_area_mm2: 0.00232
  synth-edff-count: 8
  synth.avg_cell_area_um2: 9.26
  synth.largest_area_cell: "ha_1"
die:
  rows: 31
  initial_utilization_pct: 31.4
  ios: 79
  dieHeight_um: 89.9
  dieWidth_um: 89.9
clocking:
  cts_sinks: 27
  cts_hold_buf: 0
  cts_root_buf: "clkbuf_8"
  post_cts_buffers: 0
  cts_resized: 0
  clockBufferDepth: 2
  numCtsBuffers: 3
  htree_levels: 1
place:
  placed_cell_area_mm2: 0.00277
  gp_congestion: 0.859
  preCtsSetupSlack_ns: 1.45
  hpwlAfterDp_um: 3210
  dp_cells: 376
  port_buffers: 50
run_status:
  tool.error: "[ERROR RSZ-0074] Failed to build tree from global routes for pin 'input9/X' and net 'data_in[7]' at grid (86250, 44850): found route to 2 pins, expected 3"
  run_status: "aborted with a tool error"
  haltStage: "global routing (5_1_grt)"
global_routing:
  grt_max_degree: 16
-- logic make-up after synthesis --
group,share of synthesized area (%)
AND/OR/NAND/NOR,14.7
other,0.162
flip-flops,26.8
AND-OR/OR-AND,7.02
adder cells (fa/ha/maj),24.1
buffers and inverters,12.0
XOR/XNOR,14.3
multiplexers,0.864
